===== design/flow/run.sh =====
#!/bin/bash
# OpenROAD 26Q1-2900-gdf79404cd8, Yosys 0.63+post, stock flow scripts
make -C /OpenROAD-flow-scripts/flow DESIGN_CONFIG=/design/flow/config.mk WORK_HOME=/design/flow/orfs finish

===== design/flow/config.mk =====
export PLATFORM = sky130hd
export DESIGN_NAME = dedicatedProcessor
export DESIGN_NICKNAME = dedicatedProcessor
export VERILOG_FILES = /design/flow/design.v
export SDC_FILE = /design/flow/constraint.sdc
export NUM_CORES = 4
export LEC_CHECK = 1
export CORE_UTILIZATION = 30

===== design/flow/constraint.sdc =====
current_design dedicatedProcessor

set clk_period 7.2
set clk_io_pct 0.2

create_clock -name clk0 -period $clk_period [get_ports {clk}]

set non_clock_inputs [all_inputs -no_clocks]
set_input_delay [expr $clk_period * $clk_io_pct] -clock clk0 $non_clock_inputs
set_output_delay [expr $clk_period * $clk_io_pct] -clock clk0 [all_outputs]

===== design/flow/design.v =====
`timescale 1ns / 1ps
module ControlUnit(
    input               clk,
    input               reset,
    input               iLe10,
    output reg          rfsrcmuxsel,
    output reg          rfwe,
    output reg    [1:0] waddr,
    output reg    [1:0] raddr1,
    output reg    [1:0] raddr2,
    output reg          outLoad
    );
    localparam S0 = 3'd0;
    localparam S1 = 3'd1;
    localparam S2 = 3'd2;
    localparam S3 = 3'd3;
    localparam S4 = 3'd4;
    localparam S5 = 3'd5;
    localparam S6 = 3'd6;
    localparam HALT = 3'd7;
    reg [2:0] state,next_state;
    always @(posedge clk or posedge reset) begin
        if(reset) begin
            state <= S0;
        end else begin
            state <= next_state;
        end
    end
    always @(*) begin
        next_state = state;
        case (state)
            S0: next_state = S1;
            S1: next_state = S2; 
            S2: next_state = S3;
            S3: next_state = S4;
            S4: begin
                if(iLe10) next_state = S5;
                else next_state = HALT;
            end
            S5: next_state = S2;
        endcase
    end
    always @(*) begin
        rfsrcmuxsel = 1'd0;
        raddr1 = 2'd0;
        raddr2 = 2'd0;
        waddr = 2'd0;
        rfwe = 1'd0;
        outLoad = 1'd0;
        case (state)
            S0:begin  
                rfsrcmuxsel = 1'd0;
                raddr1      = 2'd0;
                raddr2      = 2'd0;
                waddr       = 2'd1;
                rfwe        = 1'd1;
                outLoad     = 1'd0;
            end 
            S1:begin  
                rfsrcmuxsel = 1'd0;
                raddr1      = 2'd0;
                raddr2      = 2'd0;
                waddr       = 2'd2;
                rfwe        = 1'd1;
                outLoad     = 1'd0;
            end
            S2:begin  
                rfsrcmuxsel = 1'd0;
                raddr1      = 2'd2;
                raddr2      = 2'd1;
                waddr       = 2'd2;
                rfwe        = 1'd1;
                outLoad     = 1'd0;
            end
            S3: begin  
                rfsrcmuxsel = 1'd1;
                raddr1      = 2'd0;
                raddr2      = 2'd0;
                waddr       = 2'd3;
                rfwe        = 1'd1;
                outLoad     = 1'd0;
            end
            S4:begin  
                rfsrcmuxsel = 1'd0;
                raddr1      = 2'd1;
                raddr2      = 2'd3;
                waddr       = 2'd1;
                rfwe        = 1'd1;
                outLoad     = 1'd0;
            end
            S5: begin  
                rfsrcmuxsel = 1'd0;
                raddr1      = 2'd2;
                raddr2      = 2'd0;
                waddr       = 2'd0;
                rfwe        = 1'd0;
                outLoad     = 1'd1;
            end
            HALT: begin
                rfsrcmuxsel = 1'd0;
                raddr1      = 2'd0;
                raddr2      = 2'd0;
                waddr       = 2'd0;
                rfwe        = 1'd0;
                outLoad     = 1'd0;
            end
        endcase
    end
endmodule
`timescale 1ns / 1ps
module DataPath (
    input clk,
    input reset,
	input rfsrcmuxsel,
    input rfwe,
    input [1:0] waddr,
    input [1:0] raddr1,
    input [1:0] raddr2,
    input outLoad,
    output iLe10,
    output [7:0] outport
);
    wire [7:0] w_adderresult;
    wire [7:0] w_rfsrcmuxout, w_rfreaddata1, w_rfreaddata2;
    mux_2x1 U_regSrcMuxsel (
        .sel(rfsrcmuxsel),
        .x0 (w_adderresult),
        .x1 (8'b1),
        .y  (w_rfsrcmuxout)
    );
    registerFile U_rf (
        .clk(clk),
        .we(rfwe),
        .waddr(waddr),
        .raddr1(raddr1),
        .raddr2(raddr2),
        .wdata(w_rfsrcmuxout),
        .rdata1(w_rfreaddata1),
        .rdata2(w_rfreaddata2)
    );
    comparator U_iLe10 (
        .a (w_rfreaddata1),
        .b (8'd10),
        .le(iLe10)
    );
    adder U_adder (
        .a(w_rfreaddata1),
        .b(w_rfreaddata2),
        .y(w_adderresult)
    );
    register U_outreg (
        .clk(clk),
        .reset(reset),
        .load(outLoad),
        .d(w_adderresult),
        .q(outport)
    );
endmodule
module registerFile (
    input             clk,
    input             we,
    input       [1:0] waddr,
    input       [1:0] raddr1,
    input       [1:0] raddr2,
    input       [7:0] wdata,
    output      [7:0] rdata1,
    output      [7:0] rdata2
);
    reg [7:0] regFile[0:3];
    always @(posedge clk) begin
        if(we) regFile[waddr] <= wdata;
    end
    assign rdata1 = (raddr1 != 0) ? regFile[raddr1] : 8'b0;
    assign rdata2 = (raddr2 != 0) ? regFile[raddr2] : 8'b0;
endmodule
module mux_2x1 (
    input             sel,
    input       [7:0] x0,
    input       [7:0] x1,
    output reg  [7:0] y
);
    always @(*) begin
        case (sel)
            1'b0: y = x0; 
            1'b1: y = x1; 
        endcase
    end
endmodule
module register (
    input             clk,
    input             reset,
    input             load,
    input       [7:0] d,
    output reg  [7:0] q
);
    always @(posedge clk or posedge reset) begin
        if(reset) begin
            q <= 0;
        end else begin
            if(load) q <= d;
            else q <= q;  
        end
    end
endmodule
module comparator (
    input       [7:0] a,
    input       [7:0] b,
    output            le
);
    assign le = (a <= b)? 1 : 0;
endmodule
module adder (
    input  [7:0] a,
    input  [7:0] b,
    output [7:0] y
);
    assign y = a+b;
endmodule
`timescale 1ns / 1ps
module dedicatedProcessor(
    input clk,
    input reset,
    output [7:0] outport
    );
    wire iLe10;
    wire w_rfsrcmuxsel;
    wire w_rfwe;
    wire [2:0] waddr;
    wire [2:0] raddr1;
    wire [2:0] raddr2;
    wire outLoad;
    ControlUnit U_CU(
    .clk(clk),
    .reset(reset),
    .iLe10(iLe10),
    .rfsrcmuxsel(w_rfsrcmuxsel),
    .rfwe(w_rfwe),
    .waddr(waddr),
    .raddr1(raddr1),
    .raddr2(raddr2),
    .outLoad(outLoad)
    );
    DataPath U_DP(
        .clk(clk),
        .reset(reset),
	    .rfsrcmuxsel(w_rfsrcmuxsel),
        .rfwe(w_rfwe),
        .waddr(waddr),
        .raddr1(raddr1),
        .raddr2(raddr2),
        .outLoad(outLoad),
        .iLe10(iLe10),
        .outport(outport)
    );
endmodule

==> out/results.ini <==
[timing]
slew_headroom_pct = 41.7
finalCriticalPeriod_ns = 3.53
tightest_slew_ns = 0.872
fin_tns_setup_ns = 0
finClkSkew_ns = 0.0113
fmax_ghz = 0.283
hold_viol_final = 0
rsz0062_at_grt = no
worst_hold_slack_ns = 0.394
setup_violations = 0
finalMaxSlewViolations = 0
finalClockPeriodUsage_pct = 49.1

[routing]
n_antenna_cell = 0
vias = 1350
vias_per_cell = 5.15
drt_iter0_drc = 54
first_pass_iters = 4
wl_um = 3970
route.antenna.remaining_nets = 0
wl_per_cell_um = 15.2
drc = 0

[placement]
dp_hpwl_um = 2840
placed_area_um2 = 2210
place_congestion = 0.776
placed_cells = 254
io_buffers = 9

[status]
status = completed

[yosys]
synth_seq_share_pct = 52.5
syn_area_per_cell_um2 = 11.8
synthArstFlopShare_pct = 36.8
mappedNetlistArea_um2 = 2040
synth_cell_type_count = 52
yosysWarningCount = 10
ff_type = edfxtp_1
postSynthCellCount = 173
yosys_area_um2 = 2040
ys_cells = 173
ys_ff = 38
synth-edff-count = 24

[min_path]
hp-start = U_CU.state[0]$_DFF_PP1_
holdPathEnd = U_CU.state[3]$_DFF_PP0_
holdPathStages = 0
hp-class = reg2reg

[cts]
clkLatencyLatePin_ns = 0.29
h-tree-depth = 2
cts.sinks = 38
post_cts_buffers = 0
cts.repair.resized = 0
clk_pin_slew_ns = 0.08
clockRootBuffer = clkbuf_8
clk_path_buf_depth = 2
cts_tree = built
cts_made_buffers = 5
postCtsHoldBufs = 0

[global_route]
grt_max_degree = 24
grt_pass1_vias = 1330
grt_pass1_wl_um = 6650
grtUsageTotal_pct = 12.4
antenna_found_initial = 0
grt-ovfl-total = 0

[die]
rows = 29
chipArea_um2 = 7140
die_h_um = 84.5
core_area_um2 = 6460
fp_util_pct = 31.6
fp.dieW_um = 84.5
io_pins = 10

[finish]
final_cell_mix = edfxtp_1, dfrtp_1, a21oi_1
syn2layout_area_growth_pct = 12.2
finalNonFillerCells = 262
layout-drive-gt1-share_pct = 15.1
fin_area_um2 = 2290
lay_top_count = edfxtp_1

[critical_path]
reg2reg_from = U_CU.state[2]$_DFF_PP0_
cp.required_ns = 7.22
path_max_fanout = 19
arrival_ns = 3.55
worstSetupPathType = reg2reg
r2r_slack_ns = 3.67
endpoint_kind = flop
worst_setup_path_start_kind = flop
rr_endpoint = U_DP.U_rf.regFile[1][7]$_DFFE_PP_
reg2regPathDepth = 11

[run]
log.warning_count = 25
drv_cap = 0

[power]
p_leak_nw = 0.874
peakVddDrop_mv = 0.276
power_density_nw_per_um2 = 418

[worst max-delay path: stages (launching register included)]
cell and delay [ns]:
dfrtp_1 0.71, or2_0 0.43, buf_4 0.27, mux2i_1 0.20, o21ai_0 0.10, ha_1 0.36
a21oi_1 0.31, nand4_1 0.14, a221oi_1 0.23, a21boi_1 0.23, xnor2_1 0.19, nor2_1 0.10
[synth_stat cells (2+ instances only)]
master	count	share of area, %
a21oi_1	13	3.2
a21oi_2	2	0.86
a22o_1	4	1.7
and3_1	2	0.61
buf_2	3	0.74
buf_6	2	1.1
clkbuf_1	4	0.74
dfrtp_1	13	16
edfxtp_1	24	35
ha_1	6	3.7
inv_1	3	0.55
mux2_2	4	2.2
mux2i_1	5	2.5
nand2_1	6	1.1
nand3_1	8	2.0
nor2_1	11	2.0
nor2b_1	5	1.5
nor3b_1	2	0.74
nor4_1	2	0.61
o21ai_0	9	2.2
o21ai_2	2	0.86
o31ai_1	2	0.74
o41ai_1	2	0.86
or2_2	2	0.61
xnor2_1	9	3.9
xor2_1	2	0.86
[layer usage]
layer / up-vias / track usage, % / part of all wire (%)
met3: 6 / 3.69 / 4.7
met2: 25 / 20.0 / 46
met4: 0 / 1.69 / 1.8
met5: - / 0 / 0
li1: 672 / - / -
met1: 647 / 17.9 / 48
[flip-flops by register name, summed over array words and instances, names as in the netlist]
| name | cells |
|---|---|
| U_DP.U_outreg.q | 8 |
| U_DP.U_rf.regFile | 24 |
| U_CU.state | 6 |
[through the flow]
stage	power [W]	worst slack, ns	util, %
2_1_floorplan	0.000688	4.38	-
3_3_place_gp	0.000827	3.84	34.2
3_5_place_dp	0.000823	3.69	34.2
4_1_cts	0.000966	3.65	35.5
5_1_grt	0.00103	3.40	35.5
6_report	0.000957	3.67	35.5
[kinds of logic after synthesis]
family | share of synthesized area (%)
AND/OR/NAND/NOR | 12.7
XOR/XNOR | 4.72
buffers and inverters | 3.31
flip-flops | 52.5
adder cells (fa/ha/maj) | 3.68
multiplexers | 5.40
AND-OR/OR-AND | 17.5
other | 0.184
[power by group]
part | total, W | switching (W) | internal (W)
logic | 0.000454 | 0.000235 | 0.000219
clock network | 0.000137 | 0.0000703 | 0.0000665
registers | 0.000366 | 0.0000464 | 0.000320
total | 0.000957 | 0.000352 | 0.000605
[cell type report]
type                       instances  area (um2)
fill                             628        4170
sequential                        38        1070
multi-input combinational        122         901
timing repair buffer              14         128
tap                               77        96.3
clock buffer                       6        72.6
inverter                           3        11.3
clock inverter                     2        8.76
[how the worst max path moves through the flow]
stage | from | end | slack [ns] | cells after the start
5_1_grt | U_CU.state[2]$_DFF_PP0_ | U_DP.U_rf.regFile[1][7]$_DFFE_PP_ | 3.40 | 11
4_1_cts | U_CU.state[2]$_DFF_PP0_ | U_DP.U_rf.regFile[1][7]$_DFFE_PP_ | 3.65 | 11
6_report | U_CU.state[2]$_DFF_PP0_ | U_DP.U_rf.regFile[1][7]$_DFFE_PP_ | 3.67 | 11
Power figures rest on the tool's default switching activity, not on a simulated workload.
