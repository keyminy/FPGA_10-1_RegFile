<file path="flow/run.sh">
#!/bin/bash
# OpenROAD 26Q1-2900-gdf79404cd8, Yosys 0.63+post, stock flow scripts
make -C /OpenROAD-flow-scripts/flow DESIGN_CONFIG=/design/flow/config.mk WORK_HOME=/design/flow/orfs finish
</file>
<file path="flow/config.mk">
export PLATFORM = sky130hd
export DESIGN_NAME = clk_div
export DESIGN_NICKNAME = clk_div
export VERILOG_FILES = /design/flow/design.v
export SDC_FILE = /design/flow/constraint.sdc
export NUM_CORES = 4
export LEC_CHECK = 1
export CORE_AREA = 10 10 101 101
export DIE_AREA = 0 0 111 111
</file>
<file path="flow/constraint.sdc">
current_design clk_div

set clk_period 5.6
set clk_io_pct 0.2

create_clock -name clk0 -period $clk_period [get_ports {clk}]

set non_clock_inputs [all_inputs -no_clocks]
set_input_delay [expr $clk_period * $clk_io_pct] -clock clk0 $non_clock_inputs
set_output_delay [expr $clk_period * $clk_io_pct] -clock clk0 [all_outputs]
</file>
<file path="flow/design.v">
module clk_div #(
    parameter HZ = 10
)(
    input clk,
    input reset,
    output o_clk
);
    reg [$clog2(100_000_000/HZ)-1:0] r_counter;
    reg r_clk;
    assign o_clk = r_clk;
    always @(posedge clk , posedge reset) begin
        if(reset) begin
            r_counter <= 0;
            r_clk <= 1'b0;
        end else begin
            if(r_counter == 100_000_000/HZ-1) begin
                r_counter <= 0;
                r_clk <= 1'b1;
            end else begin
                r_counter <= r_counter + 1;
                r_clk <= 1'b0;
            end
        end
    end
endmodule
</file>
==> flow_summary_export.csv <==
group,metric,value,unit
clock_network,cts-root-buf,"clkbuf_8",
setup_path,crit_start,"r_clk$_DFF_PP0_",
setup_path,cp_data_arrival_time,1.04,ns
power_and_ir_drop,p_int,232,uW
synthesis,ys_types,29,
power_and_ir_drop,switchingPower,53.8,uW
power_and_ir_drop,power_frac_seq,0.631,
placed_design,dpl_worst_slack,3.72,ns
timing,worst_pin_slew,0.521,ns
placed_design,numPortBuffers,2,
drt,drcViolationCount,0,
cells_and_area,drive_gt1_frac,0.107,
clock_network,clockBufferDepth,2,
drt,wl_per_cell,9.32,um
setup_path,r2r_end,"r_counter[19]$_DFF_PP0_",
floorplan,die_x,111,um
clock_network,path_clk_slew,0.08,ns
timing,skew,0.00449,ns
job,warning_count,25,
synthesis,async_flop_share,1.00,
synthesis,ys_chip_area,0.00122,sq mm
floorplan,io_pins,3,
clock_network,cts_tree,"done",
job,max_cap_violations,0,
floorplan,fp_util,0.150,
timing,finalCriticalPeriod,2.16,ns
clock_network,insertion_delay,0.26,ns
drt,num_vias,845,
setup_path,critPathSlowestCell,"clkdlybuf4s50_1",
hold_path,min_from,"r_counter[0]$_DFF_PP0_",
timing,timing.fmax,463,MHz
synthesis,ys_sh_adder,0.0103,
global_route,grt_pass1_wl,3800,um
clock_network,htreeDepth,1,
synthesis,synth_top_area_share,0.513,
synthesis,yosysMostFrequentCell,"dfrtp_1",
drt,via_per_inst,3.74,
global_route,grt_pass1_vias,798,
power_and_ir_drop,ir_worst_vdd,0.000180,V
timing,hold_ws,0.491,ns
placed_design,gp_congestion,0.822,
synthesis,synth.logic.top_family,"simple AND/OR/NAND/NOR gates",
synthesis,synth_cells,116,
power_and_ir_drop,clkPwrFrac,0.354,
power_and_ir_drop,switching_share,0.188,
drt,antenna_left,0,
clock_network,cts_hold_buf,0,
timing,fin_setup_tns,0,ns
global_route,antenna_found_initial,0,
floorplan,die_h,111,um
timing,slew_headroom,0.650,
synthesis,syn_area,0.00122,sq mm
hold_path,holdPathEnd,"r_counter[0]$_DFF_PP0_",
timing,finalClockPeriodUsage,0.386,
global_route,grt_max_degree,26,
floorplan,die_area,0.0123,sq mm
setup_path,ff2ff_path_depth,4,
run_status,status,"complete, no violations",
timing,hold_viol,0,
drt,totalWireLength,2110,um
placed_design,dpl.hpwl,1530,um
synthesis,syn_area_per_cell,10.5,sq um
cells_and_area,fin_util,0.174,
timing,setup_violations,0,
power_and_ir_drop,powerDensity,202,mW/mm^2
drt,antennaDiodeCount,0,
cells_and_area,area_growth,16.3,%
cells_and_area,mi_logic_area,571,sq um
drt,first_pass_iters,4,
synthesis,synth-xor-area-share,0.129,
power_and_ir_drop,p_leak,0.571,nW
cells_and_area,n_fill_cell,877,
synthesis,ys_ff,25,
setup_path,cp_cell_sequence,"clkdlybuf4s50_1",
setup_path,critical_path.max_fanout,1,
setup_path,end_kind,"output port",
hold_path,hp-class,"reg2reg",
setup_path,critical-path-top-delay-family,"buffers and inverters",
setup_path,r2r-start,"r_counter[5]$_DFF_PP0_",
global_route,grt_overflow,0,
synthesis,synth.yosys.seq_area_share,0.513,
synthesis,ys_warn_count,1,
synthesis,synthFlopType,"dfrtp_1",
setup_path,required,4.48,ns
synthesis,mux_share,0.00821,
synthesis,yosys_cells,116,
floorplan,num_rows,33,
clock_network,cts_buffers,3,
power_and_ir_drop,p_comb_frac,0.016,
floorplan,core_area,0.00813,sq mm
cells_and_area,seq_area,626,sq um
clock_network,ctsResizeCount,0,
setup_path,critPathMaxStageDelay,0.46,ns
setup_path,path_class,"reg2out",
clock_network,cts.sinks,25,
setup_path,crit_path_start_kind,"flop",
setup_path,path_buffers,1,
setup_path,rrSetupSlack,3.70,ns
timing,rsz0062_at_grt,"no",
synthesis,synthSimpleGateAreaFrac,0.287,
synthesis,edf_count,0,
timing,postLayoutSetupSlackWorst,3.44,ns
global_route,grt_use_total,0.0344,
clock_network,postCtsSetupRepairBufs,0,
synthesis,synth.top_cells.by_area,"dfrtp_1 51%, xor2_1 7.2%, xnor2_1 5.7%",
synthesis,ys_top_cells_by_count,"25 x dfrtp_1, 11 x nor2_1, 10 x xor2_1",
synthesis,yosys.area_share.aoi,0.0328,
hold_path,whs_path_depth,1,
drt,drtIter0Drc,64,
timing,slew_violations,0,
synthesis,top_area_cell,"dfrtp_1",
-- metrics by stage --
step / area [sq um] / cells / total power, mW
2_1_floorplan: 1220 / 116 / 0.187
3_3_place_gp: 1370 / 222 / 0.189
3_5_place_dp: 1370 / 222 / 0.189
4_1_cts: 1420 / 226 / 0.292
5_1_grt: 1420 / 226 / 0.299
6_report: 1420 / 226 / 0.286
-- power by group through the flow --
stage	clock, mW	combinational (mW)	sequential, mW
CTS	0.107	0.00488	0.180
global route	0.113	0.00533	0.180
finish	0.101	0.00452	0.180
-- cell type report --
class,instances,area share
clock buffer,4,0.0317
inverter,3,0.00794
multi-input combinational,85,0.402
sequential,25,0.441
tap,105,0.0926
timing repair buffer,4,0.0247
-- routing by layer --
layer / part of all wire / vias up / GRT usage / wire, um
met5: 0 / - / 0 / 0
met2: 0.43 / 11 / 0.0491 / 901
met4: 0.025 / 0 / 0.00694 / 52
li1: - / 428 / - / -
met3: 0.038 / 4 / 0.00985 / 81
met1: 0.51 / 402 / 0.0502 / 1070
-- flip-flops by register name (all words and copies together), names as in the netlist --
name       flops
r_clk          1
r_counter     24
-- worst max path at each step --
stage,depth (start not counted),slack (ns),end
after global routing,1,3.39,o_clk
after CTS,1,3.42,o_clk
final,1,3.44,o_clk
-- cells in the final DEF (no fill, tap or decap) --
cell             count
a21oi_1              3
and2_1               1
and3_2               1
and4_1               2
and4_2               2
buf_4                2
clkbuf_1             1
clkbuf_8             3
clkdlybuf4s50_1      2
dfrtp_1             25
ha_1                 1
inv_1                3
mux2i_1              1
nand2_1              6
nand3_1              9
nand3_2              2
nand4_1              7
nand4_2              1
nor2_1              11
nor2b_1              1
nor3_1               4
nor4_1               3
nor4_2               1
nor4b_1              2
o21ai_0              2
o31ai_1              2
or3_1                2
or4_1                2
or4_4                1
xnor2_1              8
xor2_1              10
-- kinds of logic (layout without fill, tap and decap cells) --
logic type,Yosys count,in the layout
AND-OR/OR-AND,7,7
XOR/XNOR,18,18
adder cells (fa/ha/maj),1,1
buffers and inverters,6,11
flip-flops,25,25
multiplexers,1,1
AND/OR/NAND/NOR,58,58
No activity file was given, so power comes from the tool's default toggle rates.
